==> flow/config.mk <==
export PLATFORM = sky130hd
export DESIGN_NAME = s7bittobcd
export DESIGN_NICKNAME = s7bittobcd
export VERILOG_FILES = /design/flow/design.v
export SDC_FILE = /design/flow/constraint.sdc
export NUM_CORES = 4
export LEC_CHECK = 1
export CORE_AREA = 10 10 70 70
export DIE_AREA = 0 0 80 80
==> flow/constraint.sdc <==
current_design s7bittobcd

set clk_period 6.1
set clk_io_pct 0.2

create_clock -name clk0 -period $clk_period

set non_clock_inputs [all_inputs -no_clocks]
set_input_delay [expr $clk_period * $clk_io_pct] -clock clk0 $non_clock_inputs
set_output_delay [expr $clk_period * $clk_io_pct] -clock clk0 [all_outputs]
==> flow/design.v <==
module s7bittobcd(out_bcd, binary);
   input [6:0] binary;
   output [7:0] out_bcd;
   reg [3:0]     out[1:0];
   wire [3:0]    wout[1:0];
   assign out_bcd = {wout[1], wout[0]};
   generate
        assign wout[0] = out[0];
        assign wout[1] = out[1];
   endgenerate
   integer       i;
   always @(binary)
     begin
        out[1] = 4'd0;
        out[0] = 4'd0;
        for (i = 6; i >= 0; i = i - 1)
          begin
            if(out[1] >= 5)
              out[1] = out[1] + 3;
            if(out[0] >= 5)
              out[0] = out[0] + 3;
            out[1] = out[1] << 1;
            out[1][0] = out[0][3];
            out[0] = out[0] << 1;
            out[0][0] = binary[i];
          end
     end
endmodule
==> flow/run.sh <==
#!/bin/bash
# OpenROAD 26Q1-2900-gdf79404cd8, Yosys 0.63+post, stock flow scripts
make -C /OpenROAD-flow-scripts/flow DESIGN_CONFIG=/design/flow/config.mk WORK_HOME=/design/flow/orfs finish
==> results_dict.tcl <==
# flow metrics
set metrics [dict create \
    status "finished clean" \
    hold_path.class "input port to output pin" \
    worst-path-stages 26 \
    cp-start-kind "input port" \
    ys_warn_count 2 \
    initial_core_util_pct 19.2 \
    cp-end-kind "output pin" \
    synth_area_sq_um 656 \
    path_max_fanout 3 \
    cpPeakStageDelay_ns 0.38 \
    first_global_vias 806 \
    wl_microns 2270 \
    avgSynthCellArea_sq_um 7.90 \
    dieArea_sq_um 6400 \
    finalCriticalPeriod_ns 5.99 \
    via_count 836 \
    path_buffers 8 \
    synthCells 83 \
    hold_start "binary[0]" \
    top_cells_by_count "11 x inv_1, 10 x ha_1, 6 x a21oi_1, 6 x nor2_1" \
    finalSetupViolations 0 \
    dpl_cell_area_sq_um 1030 \
    cpMaxStageDelayCell "or3_4" \
    p_leak_nw 0.668 \
    postSynthSeqShare_pct 0 \
    n_clock_buffer 0 \
    wl_per_cell_microns 12.1 \
    tightest_slew_ns 0.462 \
    area_leaders "ha_1 19%, inv_1 6.3%, a21oi_1 4.6%, mux2_4 4.6%, xnor2_4 4.2%" \
    setup_ws_ns 0.108 \
    ir_drop_v 0.0000515 \
    ant_nets 0 \
    drive_above_1_share_pct 67.6 \
    slew-limit-headroom_pct 69.1 \
    yosysUniqueCellTypes 39 \
    warnings 38 \
    register_area_sq_um 0 \
    critPathKind "input port to output pin" \
    drt-pass1-iter-count 3 \
    worstPathRequired_ns 4.88 \
    area_delta_synth_final_pct 118 \
    most_common_cell "inv_1" \
    ios 15 \
    drtIter0Drc 27 \
    drv_cap 0 \
    layout.cells.non_filler 188 \
    final_area_sq_um 1430 \
    rsz0062_at_grt "true" \
    grt_max_degree 8 \
    yosys.stat.chipArea_sq_um 656 \
    pre_cts_ws_ns -0.758 \
    gp_congestion 0.854 \
    core_area_sq_um 3420 \
    crit_arrival_ns 4.77 \
    antennaDiodeCount 0 \
    port_buffers 13 \
    hold_violations 0 \
    drv_slew 0 \
    track_usage_pct 6.15 \
    grt_pass1_wl_microns 3460 \
    whs_path_depth 0 \
    largest_area_cell "ha_1" \
    p_per_area_nw_per_um2 175 \
    tns_ns 0 \
    cts_hold_buf 0 \
    flops 0 \
    dp_hpwl_microns 1440 \
    grt_overflow 0 \
    die_y_microns 80 \
    vias_per_cell 4.45 \
    dp.cells 167 \
    min_to "out_bcd[0]" \
    synth_stat.cells 83 \
    drc 0 \
    critPathTopFamily "adder cells" \
    antenna_found_initial 0 \
    die_width_microns 80 \
    rows 21 \
    timing.fmax_ghz 0.167 \
    synthDominantCellAreaShare_pct 19.1 \
    finalCritPeriodShare_pct 98.2 \
]
worst max path at each step:
stage	from	endpoint	slack [ns]
final	binary[5]	out_bcd[6]	0.11
after global routing	binary[5]	out_bcd[6]	-0.06
after CTS	binary[4]	out_bcd[7]	-0.24
power breakdown:
group	internal, W	switching (W)
Sequential	0	0
Clock	0	0
Combinational	0.000149	0.000101
routing by layer:
metal  up-vias  share of wire (%)  track usage (%)
li1        427                  -                -
met1       397                 48             8.45
met3         0                4.1            0.682
met5         -                  0                0
met2        12                 48             10.6
met4         0                  0                0
kinds of logic (layout without fill, tap and decap cells):
kind of cell,count (synthesis),count (layout),synth area share (%)
buffers and inverters,12,71,7.44
adders and majority gates,10,10,19.1
muxes,7,7,13.2
xor gates and xnor gates,5,5,9.54
and+or+nand+nor,23,23,18.3
AOI/OAI and AO/OA,26,26,32.4
layout make-up:
class	count	area, sq um
fillers	317	1990
multi-input cells	71	826
well taps	46	57.6
repair buffers	60	490
inverters	11	53.8
through the flow:
| step | hold slack [ns] | utilization, % | power [W] |
|---|---|---|---|
| 2_1_floorplan | 2.47 | - | 0.0000995 |
| 3_3_place_gp | 2.44 | 30.2 | 0.000176 |
| 3_5_place_dp | 2.44 | 30.2 | 0.000180 |
| 4_1_cts | 2.44 | 35.8 | 0.000217 |
| 5_1_grt | 2.44 | 41.8 | 0.000271 |
| 6_report | 2.44 | 41.8 | 0.000250 |
cells in the final DEF (no fill, tap or decap), drive strengths merged, types with 2 or more instances in the layout:
| master | Yosys | routed |
|---|---|---|
| buf | 1 | 51 |
| inv | 11 | 11 |
| ha | 10 | 10 |
| a21oi | 7 | 7 |
| nor2 | 6 | 6 |
| nand2 | 4 | 4 |
| mux2 | 4 | 4 |
| xnor2 | 4 | 4 |
| nand2b | 3 | 3 |
| clkdlybuf4s50 | 0 | 3 |
| nor2b | 3 | 3 |
| o21ai | 3 | 3 |
| nand3 | 3 | 3 |
| mux2i | 3 | 3 |
| o21bai | 2 | 2 |
| dlymetal6s2s | 0 | 2 |
| clkbuf | 0 | 2 |
| dlygate4sd2 | 0 | 2 |
| o22ai | 2 | 2 |
| and3 | 2 | 2 |
| a221oi | 2 | 2 |
timing repair:
action / in CTS / in global routing
gates cloned: 0 / 0
setup buffers: 17 / 4
pin swaps: 10 / 10
gates resized: 32 / 49
setup endpoints to repair: 7 / 7
Power figures rest on the tool's default switching activity, not on a simulated workload.
