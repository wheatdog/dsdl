==> /design/flow/design.v <==
module fulladder1bit(sum, cout, x, y, cin);
   input x, y, cin;
   output sum, cout;
   assign sum = x^y^cin;
   assign cout = (x&y)|(y&cin)|(x&cin);
endmodule
module s12bitadder(overflow, sum, a, b);
   input [11:0]  a, b;
   output [11:0] sum;
   output       overflow;
   wire [10:0]   coutinner;
   wire         dummy;
   fulladder1bit fa1(sum[0], coutinner[0], a[0], b[0], 1'b0);
   fulladder1bit fa2(sum[1], coutinner[1], a[1], b[1], coutinner[0]);
   fulladder1bit fa3(sum[2], coutinner[2], a[2], b[2], coutinner[1]);
   fulladder1bit fa4(sum[3], coutinner[3], a[3], b[3], coutinner[2]);
   fulladder1bit fa5(sum[4], coutinner[4], a[4], b[4], coutinner[3]);
   fulladder1bit fa6(sum[5], coutinner[5], a[5], b[5], coutinner[4]);
   fulladder1bit fa7(sum[6], coutinner[6], a[6], b[6], coutinner[5]);
   fulladder1bit fa8(sum[7], coutinner[7], a[7], b[7], coutinner[6]);
   fulladder1bit fa9(sum[8], coutinner[8], a[8], b[8], coutinner[7]);
   fulladder1bit fa10(sum[9], coutinner[9], a[9], b[9], coutinner[8]);
   fulladder1bit fa11(sum[10], coutinner[10], a[10], b[10], coutinner[9]);
   fulladder1bit fa12(sum[11], dummy, a[11], b[11], coutinner[10]);
   assign overflow = ((~a[11])&(~b[11])&(sum[11]))|((a[11])&(b[11])&(~sum[11]));
endmodule
module s12bitsubtractor(overflow, diff, a, b);
   input [11:0]  a, b;
   output [11:0] diff;
   output       overflow;
   wire         is4096, wo;
   wire [11:0]   negb;
   s12bitadder ad1(is4096, negb, ~b, 12'b000000000001);
   s12bitadder ad2(wo, diff, a, negb);
   assign overflow = ((is4096)&((~a[11])&b[11])) |((~is4096)&wo); 
endmodule
==> /design/flow/run.sh <==
#!/bin/bash
# OpenROAD 26Q1-2900-gdf79404cd8, Yosys 0.63+post, stock flow scripts
make -C /OpenROAD-flow-scripts/flow DESIGN_CONFIG=/design/flow/config.mk WORK_HOME=/design/flow/orfs finish
==> /design/flow/config.mk <==
export PLATFORM = sky130hd
export DESIGN_NAME = s12bitsubtractor
export DESIGN_NICKNAME = s12bitsubtractor
export VERILOG_FILES = /design/flow/design.v
export SDC_FILE = /design/flow/constraint.sdc
export NUM_CORES = 4
export LEC_CHECK = 1
export CORE_AREA = 10 10 70 70
export DIE_AREA = 0 0 80 80
==> /design/flow/constraint.sdc <==
current_design s12bitsubtractor

set clk_period 6.2
set clk_io_pct 0.2

create_clock -name clk0 -period $clk_period

set non_clock_inputs [all_inputs -no_clocks]
set_input_delay [expr $clk_period * $clk_io_pct] -clock clk0 $non_clock_inputs
set_output_delay [expr $clk_period * $clk_io_pct] -clock clk0 [all_outputs]
==> Changelog: implementation <==
## Flow update

- Flop area: 0 µm²
- Fin area: between 0.001 and 0.0015 mm²
- GRT overflow: 0
- Fin Setup TNS: -1.771 ns
- Die W: around 80 µm
- Ys cells: 84
- DP Area: approximately 0.0011 mm²
- Tot GR Track Use: 0.04488
- Placed cell count: about 160
- Global-route wire length before repair: roughly 2400 µm
- RSZ-0062 raised after global routing: yes
- Power density cells: between 80 and 90 mW/mm²
- Top cells excl fill/tap: inv_1 (38), clkdlybuf4s50_1 (27), ha_1 (12)
- CP endpoint kind: primary output
- VDD IR-drop max: approximately 30 µV
- # diodes: 0
- YS warnings: 0
- Clkbuf count: 0
- Highest net fanout along the worst path: 2
- Final wirelength: about 1400 µm
- Gpl congestion: 0.7980
- Hold slack: ~3.1 ns
- Pin count of the biggest net entering global routing: 3
- Unique cell types: 8
- Mapped cell area: 666.9 µm²
- Vias in the first global route: approximately 570
- Flops: 0
- Fill count: approximately 360
- WL/cell: between 8 and 9 µm
- Outcome: complete, but fails checks
- WP data arrival: approximately 5.7 ns
- Worst-Margin Slew: around 0.13 ns
- Final setup margin: -0.7098 ns
- Slew HR: 0.9109
- Max Cap Viol: 0
- Post-cts hold-fix buffer tally: 0
- Non-Filler Instances: between 150 and 200
- Commonest Layout Cell: inv_1
- Sequential area share after synthesis: 0
- Final period utilization: 1.114
- Min-delay worst type: input pin to primary output
- Failing checks: negative setup slack
- Crit start category: input pin
- CP Class: input pin to primary output
- Initial core utilization: 0.1952
- Crit path DRT: about 5.0 ns
- Pre-CTS setup slack: -1.568 ns
- Detailed placement HPWL: 1367 µm
- Ports: 37
- Fmax: around 140 MHz
- Synth Instances: 84
- Die Height: about 80 µm
- Layout cell share with drive strength beyond 1: 0.2545
- Via count: 528
- Cell Rows: 21
- Pins Over Slew Limit: 0
- Iter 0 DRT Violations: 1
- Initial antenna violation count: 0
- Core area: between 0.003 and 0.004 mm²
- DRT antenna net count: 0
- Static leakage: roughly 0.6 nW
- I/O Buffers: 37
- Syn Area/Cell: 7.939 µm²
- Log Warnings: 36
- # setup viols final: 4
- Final min period: approximately 6.9 ns
- Vias/cell: between 3 and 4
- Post-layout util: 0.3070
- Residual DRC: 0
- Yosys Chip Area: 666.9 µm²
- Syn-to-layout area delta: 57.22%
- Die area: between 0.006 and 0.007 mm²
- First-pass DRT Iterations: 2
- Final tally of hold violations: 0
- Design Power: 0.08706 mW
-- timing repair --
action                                  4_1_cts  5_1_grt
endpoints found under the setup margin        6        4
resized                                      39        0
buffers inserted                              0        0
pin swaps                                    13       11
-- final timing paths --
path	to	startpoint	depth (start not counted)
setup / recovery	overflow	b[1]	18
hold / removal	overflow	b[11]	4
-- cell families (layout without fill, tap and decap cells) --
group	after synthesis	after routing	share of synthesized area
buf+inv	56	82	0.3827
fa+ha+maj	24	24	0.5629
compound gates	1	1	0.007497
xor+xnor	1	1	0.02440
mux	1	1	0.01501
simple gates	1	1	0.007497
-- report_power, final --
| group | switching [mW] | internal [mW] | leakage, nW |
|---|---|---|---|
| clock | 0 | 0 | 0 |
| combinational | 0.0286 | 0.0584 | 0.589 |
| sequential | 0 | 0 | 0 |
-- area by class of cell --
type,count,area (µm²),share of cell area
multi-input cells,28,451.7,0.4308
repair buffers,38,361.6,0.3449
inverters,44,177.7,0.1694
well taps,46,57.56,0.05489
-- cell usage after synthesis --
library cell,number,share of area
buf_4,12,0.14
fa_1,10,0.30
ha_1,14,0.26
inv_1,44,0.25
mux2i_1,1,0.015
nand3_1,1,0.0075
o21ai_1,1,0.0075
xnor2_2,1,0.024
-- per-layer routing --
layer  wire length (µm)  GRT usage  vias to the layer above  share of wire
li1                   -          -                      265              -
met1                560    0.05260                      238           0.40
met2                632    0.08106                       25           0.46
met3                196    0.01591                        0           0.14
met4                  0          0                        0              0
met5                  0          0                        -              0
-- worst max-delay path, stage by stage --
cell,delay [ns]
buf_8,0.08
inv_8,0.03
ha_4,0.25
inv_2,0.03
fa_2,0.33
fa_2,0.34
fa_2,0.34
fa_2,0.34
fa_2,0.34
fa_2,0.36
fa_2,0.35
fa_2,0.34
fa_2,0.35
fa_2,0.41
xnor2_2,0.16
mux2i_1,0.21
o21ai_1,0.07
buf_2,0.11
Power figures rest on the tool's default switching activity, not on a simulated workload.
