[flow/design.v]
module LCD_Controller (	 
						iDATA,iRS,
						iStart,oDone,
						iCLK,iRST_N,
						LCD_DATA,
						LCD_RW,
						LCD_EN,
						LCD_RS	);
parameter	CLK_Divide	=	16;
input	[7:0]	iDATA;
input	iRS,iStart;
input	iCLK,iRST_N;
output	reg		oDone;
output	[7:0]	LCD_DATA;
output	reg		LCD_EN;
output			LCD_RW;
output			LCD_RS;
reg		[4:0]	Cont;
reg		[1:0]	ST;
reg		preStart,mStart;
assign	LCD_DATA	=	iDATA; 
assign	LCD_RW		=	1'b0;
assign	LCD_RS		=	iRS;
always@(posedge iCLK or negedge iRST_N)
begin
	if(!iRST_N)
	begin
		oDone	<=	1'b0;
		LCD_EN	<=	1'b0;
		preStart<=	1'b0;
		mStart	<=	1'b0;
		Cont	<=	0;
		ST		<=	0;
	end
	else
	begin
		preStart<=	iStart;
		if({preStart,iStart}==2'b01)
		begin
			mStart	<=	1'b1;
			oDone	<=	1'b0;
		end
		if(mStart)
		begin
			case(ST)
			0:	ST	<=	1;	 
			1:	begin
					LCD_EN	<=	1'b1;
					ST		<=	2;
				end
			2:	begin					
					if(Cont<CLK_Divide)
					Cont	<=	Cont+1;
					else
					ST		<=	3;
				end
			3:	begin
					LCD_EN	<=	1'b0;
					mStart	<=	1'b0;
					oDone	<=	1'b1;
					Cont	<=	0;
					ST		<=	0;
				end
			endcase
		end
	end
end
endmodule
module	lcddisplay (
                    iCLK,iRST_N,iRecord,
                    iHour, iMinute, iSecond, iCS,
                    LCD_DATA,LCD_RW,LCD_EN,LCD_RS,LCD_ON);
   input			iCLK,iRST_N,iRecord;
   input [7:0] iHour,iMinute,iSecond, iCS;
   output [7:0] LCD_DATA;
   output       LCD_RW,LCD_EN,LCD_RS,LCD_ON;
   reg [5:0]    LUT_INDEX;
   reg [8:0]    LUT_DATA;
   reg [8:0]    Record1[7:0], Record2[7:0];  
   reg [8:0]    colon1, colon2, quotation1, quotation2;
   reg [5:0]    mLCD_ST;
   reg [17:0]   mDLY;
   reg          mLCD_Start;
   reg [7:0]    mLCD_DATA;
   reg          mLCD_RS;
   wire         mLCD_Done;
   reg [1:0]    det_rcd_edge;
   wire         sig_rcd_edge;
   assign sig_rcd_edge = (det_rcd_edge == 2'b10);
   reg [1:0]    det_rst_edge;
   wire         sig_rst_edge;
   assign sig_rst_edge = (det_rst_edge == 2'b10);
   parameter	LCD_INTIAL	=	0;
   parameter	LCD_LINE1	=	5;
   parameter	LCD_CH_LINE	=	LCD_LINE1+16;
   parameter	LCD_LINE2	=	LCD_LINE1+16+1;
   parameter	LUT_SIZE	=	LCD_LINE1+32+1;
   integer  index;
   initial
     begin
        for (index = 0; index < 8; index = index+1)
          begin
             Record1[index] <= 9'h120;
             Record2[index] <= 9'h120;
          end
        colon1 <= 9'h120;
        colon2 <= 9'h120;
        quotation1 <= 9'h120;
        quotation2 <= 9'h120;
     end
   assign LCD_ON = 1'b1;
   always@(posedge iCLK)
     begin
        det_rcd_edge <= {det_rcd_edge[0], iRecord};
        det_rst_edge <= {det_rst_edge[0], iRST_N};
        if (sig_rcd_edge)
          begin
             for (index = 0; index < 8; index = index+1)
               begin
                  Record1[index] <= Record2[index];
               end
             colon1 <= colon2;
             quotation1 <= quotation2;
             Record2[7] <= 9'h130 + iHour / 10;
             Record2[6] <= 9'h130 + iHour % 10;
             Record2[5] <= 9'h130 + iMinute / 10;
             Record2[4] <= 9'h130 + iMinute % 10;
             Record2[3] <= 9'h130 + iSecond / 10;
             Record2[2] <= 9'h130 + iSecond % 10;
             Record2[1] <= 9'h130 + iCS / 10;
             Record2[0] <= 9'h130 + iCS % 10;
             colon2 <= 9'h13A;
             quotation2 <= 9'h127;
             LUT_INDEX	<=	0;
             mLCD_ST		<=	0;
             mDLY		<=	0;
             mLCD_Start	<=	0;
             mLCD_DATA	<=	0;
             mLCD_RS		<=	0;
          end
        else if (sig_rst_edge)
          begin
             for (index = 0; index < 8; index = index+1)
               begin
                  Record1[index] <= 9'h120;
                  Record2[index] <= 9'h120;
               end
             colon1 <= 9'h120;
             colon2 <= 9'h120;
             quotation1 <= 9'h120;
             quotation2 <= 9'h120;
             LUT_INDEX	<=	0;
             mLCD_ST		<=	0;
             mDLY		<=	0;
             mLCD_Start	<=	0;
             mLCD_DATA	<=	0;
             mLCD_RS		<=	0;
          end
        else
           begin
             if(LUT_INDEX<LUT_SIZE)
               begin
                  case(mLCD_ST)
                    0:	begin
                       mLCD_DATA	<=	LUT_DATA[7:0];
                       mLCD_RS		<=	LUT_DATA[8];
                       mLCD_Start	<=	1;
                       mLCD_ST		<=	1;
                    end
                    1:	begin
                       if(mLCD_Done)
                         begin
                            mLCD_Start	<=	0;
                            mLCD_ST		<=	2;
                         end
                    end
                    2:	begin
                       if(mDLY<18'h3FFFE)
                         mDLY	<=	mDLY+1;
                       else
                         begin
                            mDLY	<=	0;
                            mLCD_ST	<=	3;
                         end
                    end
                    3:	begin
                       LUT_INDEX	<=	LUT_INDEX+1;
                       mLCD_ST	<=	0;
                    end
                  endcase
               end
          end
     end
   always
     begin
        #1
        case(LUT_INDEX)
          LCD_INTIAL+0:	LUT_DATA	<=	9'h038;
          LCD_INTIAL+1:	LUT_DATA	<=	9'h00C;
          LCD_INTIAL+2:	LUT_DATA	<=	9'h001;
          LCD_INTIAL+3:	LUT_DATA	<=	9'h006;
          LCD_INTIAL+4:	LUT_DATA	<=	9'h080;
          LCD_LINE1+0:	LUT_DATA	<=	Record1[7];	 
          LCD_LINE1+1:	LUT_DATA	<=	Record1[6];
          LCD_LINE1+2:	LUT_DATA	<=	colon1;
          LCD_LINE1+3:	LUT_DATA	<=	Record1[5];
          LCD_LINE1+4:	LUT_DATA	<=	Record1[4];
          LCD_LINE1+5:	LUT_DATA	<=	colon1;
          LCD_LINE1+6:	LUT_DATA	<=	Record1[3];
          LCD_LINE1+7:	LUT_DATA	<=	Record1[2];
          LCD_LINE1+8:	LUT_DATA	<=	quotation1;
          LCD_LINE1+9:	LUT_DATA	<=	Record1[1];
          LCD_LINE1+10:	LUT_DATA	<=	Record1[0];
          LCD_LINE1+11:	LUT_DATA	<=	9'h120;
          LCD_LINE1+12:	LUT_DATA	<=	9'h120;
          LCD_LINE1+13:	LUT_DATA	<=	9'h120;
          LCD_LINE1+14:	LUT_DATA	<=	9'h120;
          LCD_LINE1+15:	LUT_DATA	<=	9'h120;
          LCD_CH_LINE:	LUT_DATA	<=	9'h0C0;
          LCD_LINE2+0:	LUT_DATA	<=	Record2[7];  
          LCD_LINE2+1:	LUT_DATA	<=	Record2[6];
          LCD_LINE2+2:	LUT_DATA	<=	colon2;
          LCD_LINE2+3:	LUT_DATA	<=	Record2[5];
          LCD_LINE2+4:	LUT_DATA	<=	Record2[4];
          LCD_LINE2+5:	LUT_DATA	<=	colon2;
          LCD_LINE2+6:	LUT_DATA	<=	Record2[3];
          LCD_LINE2+7:	LUT_DATA	<=	Record2[2];
          LCD_LINE2+8:	LUT_DATA	<=	quotation2;
          LCD_LINE2+9:	LUT_DATA	<=	Record2[1];
          LCD_LINE2+10:	LUT_DATA	<=	Record2[0];
          LCD_LINE2+11:	LUT_DATA	<=	9'h120;
          LCD_LINE2+12:	LUT_DATA	<=	9'h120;
          LCD_LINE2+13:	LUT_DATA	<=	9'h120;
          LCD_LINE2+14:	LUT_DATA	<=	9'h120;
          LCD_LINE2+15:	LUT_DATA	<=	9'h120;
          default:		LUT_DATA	<=	9'h120;
        endcase
     end
   LCD_Controller    u0	(	 
                          .iDATA(mLCD_DATA),
                          .iRS(mLCD_RS),
                          .iStart(mLCD_Start),
                          .oDone(mLCD_Done),
                          .iCLK(iCLK),
                          .iRST_N(iRST_N),
                          .LCD_DATA(LCD_DATA),
                          .LCD_RW(LCD_RW),
                          .LCD_EN(LCD_EN),
                          .LCD_RS(LCD_RS)	);
endmodule
[flow/run.sh]
#!/bin/bash
# OpenROAD 26Q1-2900-gdf79404cd8, Yosys 0.63+post, stock flow scripts
make -C /OpenROAD-flow-scripts/flow DESIGN_CONFIG=/design/flow/config.mk WORK_HOME=/design/flow/orfs finish
[flow/config.mk]
export PLATFORM = sky130hd
export DESIGN_NAME = lcddisplay
export DESIGN_NICKNAME = lcddisplay
export VERILOG_FILES = /design/flow/design.v
export SDC_FILE = /design/flow/constraint.sdc
export NUM_CORES = 4
export LEC_CHECK = 1
export CORE_UTILIZATION = 40
[flow/constraint.sdc]
current_design lcddisplay

set clk_period 8.1
set clk_io_pct 0.2

create_clock -name clk0 -period $clk_period [get_ports {iCLK}]

set non_clock_inputs [all_inputs -no_clocks]
set_input_delay [expr $clk_period * $clk_io_pct] -clock clk0 $non_clock_inputs
set_output_delay [expr $clk_period * $clk_io_pct] -clock clk0 [all_outputs]
==> results.cfg <==
; physical design summary
[route]
1st_pass_router_iterations = 6
routed_wire_length_per_instance_um = 17.5
drc = 0
antennaDiodeCount = 0
detailroute.via_count = 9999
drt_wl_total_um = 30400
initialDrtViolationCount = 812
drtAntennaViolNets = 0
routed_vias_inst = 5.77

[timing]
setup_violations = 0
finalSetupTns_ns = 0
fin_crit_ns = 6.21
finalCritPeriodShare_pct = 76.6
number_of_max_slew_violations_in_the_final_report = 0
timing.clock.skew_ns = 0.0142
fmaxAchievable_mhz = 161
worst_slack_ns = 1.89
final_hold_fails = 0
relSlewSlack_pct = 43.9
tightest_slew_ns = 0.836
rsz_0062_raised_after_global_routing = false

[clocking]
clk_ins_delay_skew_pair_ns = 0.43
clock_sinks = 185
number_of_post_cts_setup_repair_buffers = 0
cts_tree = built
cts_max_path_buffers = 2
htree_num_levels = 4
post_cts_resized = 0
cts-hold-fix-buffers = 0
cts-buffers-inserted = 17
clockRootBuffer = sky130_fd_sc_hd__clkbuf_16
clkSlewWorstSetupHoldPaths_ns = 0.07

[critical_path]
worst_path_max_fanout = 19
rr_startpoint = LUT_INDEX[4]
crit_type = in -> reg
critical_path.max_stage_delay_ns = 0.73
critical_path.startpoint = iMinute[6]
path_cells = clkdlybuf4s50_1 > or2_1 > ha_1 > nor2b_1 > a21oi_1 > o211ai_1 > nor2_2 > a221oi_1 > mux2_2 > nor2_1 > nor3_4 > a21oi_1 > ha_1 > xnor3_1 > xor2_1 > nor2_1
critPathCaptureType = flip-flop
critPathSlowestCell = sky130_fd_sc_hd__clkdlybuf4s50_1
critPathLaunchType = primary input
critPathRequiredTime_ns = 8.27
worst-endpoint-arrival_ns = 6.38

[outcome]
outcome = complete, no violations

[worst_hold_path]
timing.hold.worst.start = det_rst_edge[0]
hold_path_class = reg -> reg

[power_and_ir_drop]
ir_worst_vdd_uv = 133
cellLeakagePower_uw = 0.00481
power.density_nw_per_um2 = 187
fin_total_pwr_uw = 2550

[yosys]
synthFlopType = sky130_fd_sc_hd__edfxtp_1
synth-cells-yosys = 1341
ys_async_sr_fraction_pct = 7.03
area_reported_by_yosys_stat_um2 = 12300
synth.distinct_cells = 113
ys_seq_elements = 185
syn_area_per_cell_um2 = 9.18
synthCells = 1341
synthesis.area_um2 = 12300
synth_sequential_area_ratio_pct = 41.1
ys.warnings.count = 4
edf_count = 129

[die]
die-width_um = 177
die_area_um2 = 31500
die-height_um = 177
initCoreUtil_pct = 41.1
floorplan.io_pins = 47
placement_rows = 63
floorplan.core_area_um2 = 30000

[layout]
layout.cells.most_common_list = sky130_fd_sc_hd__nor2_1 (134), sky130_fd_sc_hd__edfxtp_1 (129), sky130_fd_sc_hd__nand2_1 (99), sky130_fd_sc_hd__a21oi_1 (73), sky130_fd_sc_hd__and2_1 (72)
instances_no_fill = 1733
synthToLayoutAreaGrowth_pct = 10.4
post_route_cells_drive_above_1_share_pct = 9.01
filler_cell_count = 2750
postLayoutCoreUtil_pct = 45.4
layout_top_cell = sky130_fd_sc_hd__nor2_1

[placed_design]
number_of_buffers_added_on_ports = 44
pre_cts_ws_ns = 1.49
globalplace.congestion = 0.961
numPlacedInstances = 1701
dp_hpwl_um = 21300

[global_routing]
first_global_vias = 9258
total_overflow_reported_by_the_global_router = 0
track_usage_pct = 20.3
grt_antenna_before_repair = 0
pin_count_of_the_biggest_net_entering_global_routing = 72
grt_first_pass_wirelength_um = 49000

[run]
openroad.warnings = 28
max-cap-violations = 0
==> kinds of logic after synthesis <==
| group | count (synthesis) | share of synthesized area (%) |
|---|---|---|
| buffers and inverters | 126 | 4.51 |
| xor gates and xnor gates | 44 | 3.24 |
| and+or+nand+nor | 562 | 24.7 |
| adders and majority gates | 20 | 1.92 |
| AOI/OAI and AO/OA | 388 | 23.2 |
| muxes | 14 | 1.22 |
| DFF | 185 | 41.1 |
| other | 2 | 0.0610 |
==> final cells by class <==
class                           instances  area, um2  area share [%]
Tap cell                              390        488            3.59
Clock buffer                           17        425            3.13
Clock inverter                         15        213            1.57
Timing Repair Buffer                   57        538            3.96
Multi-Input combinational cell       1030       6720            49.4
Inverter                               39        146            1.08
Sequential cell                       185       5060            37.2
==> worst max-delay path: cells and delay by family <==
kind	cells	cell delay (ns)
AND-OR/OR-AND	4	1.14
XOR/XNOR	2	0.54
adder cells (fa/ha/maj)	2	0.56
buffers and inverters	1	0.73
multiplexers	1	0.40
AND/OR/NAND/NOR	6	1.39
==> layer usage <==
metal | part of all wire [%] | vias up | routed length (um) | GRT usage [%]
met5 | 0 | - | 0 | 0
met4 | 2.6 | 0 | 776 | 4.27
met3 | 5.8 | 43 | 1750 | 4.45
met2 | 45 | 259 | 13600 | 30.6
met1 | 47 | 4682 | 14300 | 31.1
li1 | - | 5015 | - | -
==> report_power, final <==
group / switching, uW / internal (uW) / total, uW
clock: 367 / 525 / 892
combinational: 307 / 214 / 521
sequential: 41.3 / 1090 / 1130
==> cell usage after synthesis, drive strengths merged, types with 7 or more instances <==
library cell	n	area, um2
a21o	10	77.6
o31ai	12	100
nand3	29	155
clkbuf	51	195
nor2	139	539
a211o	10	87.6
buf	36	214
a222oi	7	70.1
inv	39	146
o21a	9	67.6
nand3b	9	67.6
nor3	43	248
or2	7	43.8
a221oi	17	161
a21oi	80	427
nand2	103	394
xor2	16	140
o22ai	13	95.1
or3	14	92.6
o21ai	61	317
a211oi	13	108
a22oi	31	233
a311oi	9	78.8
and3	20	125
a22o	15	131
mux2	8	90.1
xnor2	27	236
nor2b	29	184
and2	73	459
nand2b	38	238
dfrtp	12	300
o211ai	12	95.1
nand4	16	100
a31oi	20	125
o2111ai	7	61.3
ha	14	175
dfxtp	43	861
edfxtp	129	3870
==> sequential cells by signal, summed over array words and instances, names as in the netlist, 4 cells and up, named ones only <==
signal and cells:
mLCD_ST 4, LUT_INDEX 6, Record1 64, u0.Cont 5
mDLY 18, mLCD_DATA 8, Record2 64
==> path summary, 6_finish.rpt <==
kind	to	slack, ns	cells past startpoint
max in group asynchronous	u0.preStart	6.13	1
min reg2reg	det_rst_edge[1]	0.35	0
min in group asynchronous	u0.Cont[2]	1.57	1
max	Record2[4][6]	1.89	16
min	det_rst_edge[1]	0.35	0
max reg2reg	mLCD_DATA[3]	4.64	10
==> through the flow <==
stage | cell area [um2] | hold slack (ns)
after floorplan | 12300 | 0.323
after global placement | 12900 | 0.331
after detailed placement | 12900 | 0.337
after CTS | 13600 | 0.357
after global routing | 13600 | 0.368
final | 13600 | 0.350
